**design/flow/config.mk**
```make
export PLATFORM = sky130hd
export DESIGN_NAME = videoElements
export DESIGN_NICKNAME = videoElements
export VERILOG_FILES = /design/flow/design.v
export SDC_FILE = /design/flow/constraint.sdc
export NUM_CORES = 4
export LEC_CHECK = 1
export CORE_AREA = 10 10 112 112
export DIE_AREA = 0 0 122 122
```
**design/flow/constraint.sdc**
```tcl
current_design videoElements

set clk_period 3.4
set clk_io_pct 0.2

create_clock -name clk0 -period $clk_period [get_ports {clk}]

set non_clock_inputs [all_inputs -no_clocks]
set_input_delay [expr $clk_period * $clk_io_pct] -clock clk0 $non_clock_inputs
set_output_delay [expr $clk_period * $clk_io_pct] -clock clk0 [all_outputs]
```
**design/flow/design.v**
```verilog
`timescale 1ns / 1ps
module vga_sync(
		input wire clk, reset,
		output wire hsync, vsync, video_on, p_tick,
		output wire [9:0] x, y
	);
	localparam H_DISPLAY       = 640;  
	localparam H_L_BORDER      =  48;  
	localparam H_R_BORDER      =  16;  
	localparam H_RETRACE       =  96;  
	localparam H_MAX           = H_DISPLAY + H_L_BORDER + H_R_BORDER + H_RETRACE - 1;
	localparam START_H_RETRACE = H_DISPLAY + H_R_BORDER;
	localparam END_H_RETRACE   = H_DISPLAY + H_R_BORDER + H_RETRACE - 1;
	localparam V_DISPLAY       = 480;  
	localparam V_T_BORDER      =  10;  
	localparam V_B_BORDER      =  33;  
	localparam V_RETRACE       =   2;  
	localparam V_MAX           = V_DISPLAY + V_T_BORDER + V_B_BORDER + V_RETRACE - 1;
    localparam START_V_RETRACE = V_DISPLAY + V_B_BORDER;
	localparam END_V_RETRACE   = V_DISPLAY + V_B_BORDER + V_RETRACE - 1;
	reg [1:0] pixel_reg;
	wire [1:0] pixel_next;
	wire pixel_tick;
	always @(posedge clk, posedge reset)
		if(reset)
		  pixel_reg <= 0;
		else
		  pixel_reg <= pixel_next;
	assign pixel_next = pixel_reg + 1;  
	assign pixel_tick = (pixel_reg == 0);  
	reg [9:0] h_count_reg, h_count_next, v_count_reg, v_count_next;
	reg vsync_reg, hsync_reg;
	wire vsync_next, hsync_next;
	always @(posedge clk, posedge reset)
		if(reset)
		    begin
                    v_count_reg <= 0;
                    h_count_reg <= 0;
                    vsync_reg   <= 0;
                    hsync_reg   <= 0;
		    end
		else
		    begin
                    v_count_reg <= v_count_next;
                    h_count_reg <= h_count_next;
                    vsync_reg   <= vsync_next;
                    hsync_reg   <= hsync_next;
		    end
	always @*
		begin
		h_count_next = pixel_tick ? 
		               h_count_reg == H_MAX ? 0 : h_count_reg + 1
			       : h_count_reg;
		v_count_next = pixel_tick && h_count_reg == H_MAX ? 
		               (v_count_reg == V_MAX ? 0 : v_count_reg + 1) 
			       : v_count_reg;
		end
        assign hsync_next = h_count_reg >= START_H_RETRACE && h_count_reg <= END_H_RETRACE;
        assign vsync_next = v_count_reg >= START_V_RETRACE && v_count_reg <= END_V_RETRACE;
        assign video_on = (h_count_reg < H_DISPLAY) && (v_count_reg < V_DISPLAY); 
        assign hsync  = hsync_reg;
        assign vsync  = vsync_reg;
        assign x      = h_count_reg;
        assign y      = v_count_reg;
        assign p_tick = pixel_tick;
endmodule
`timescale 1ns / 1ps
module videoElements(
    input clk,
    input reset,
    input [17:0] Cells,
    input [8:0] Color,
    input Turn,
    output hsync, vsync,
    output [11:0] rgb
);
    localparam hRes = 640;
    localparam vRes = 480;
    localparam hBorder = 100;
    localparam vBorder = 20;
    localparam hLinePos1 = vBorder + 147;
    localparam hLinePos2 = (vRes - 20) - 147;
    localparam vLinePos1 = hBorder + 147;
    localparam vLinePos2 = (hRes - 100) - 147;
    localparam sqBorder = 40;
    localparam plsBorder = 30;
    localparam lineWeight = 2;
    reg [1:0] pDisp;
    wire [9:0] hPos, vPos;
    wire p_tick;
    wire video_on;
    vga_sync vga_sync_unit (
        .clk(clk), .reset(reset), .hsync(hsync),
        .vsync(vsync), .video_on(video_on), .p_tick(p_tick),
        .x(hPos), .y(vPos)
    );
    always @(posedge p_tick or posedge reset) begin
        if (reset) begin
            pDisp <= 2'b00;
        end else begin
            pDisp <= 2'b00;
            if (hPos > hBorder && hPos < (hRes - hBorder) &&
                ((vPos > hLinePos1 - lineWeight && vPos < hLinePos1 + lineWeight) ||
                 (vPos > hLinePos2 - lineWeight && vPos < hLinePos2 + lineWeight))) begin
                pDisp <= 2'b01;
            end
            else if (vPos > vBorder && vPos < (vRes - vBorder) &&
                ((hPos > vLinePos1 - lineWeight && hPos < vLinePos1 + lineWeight) ||
                 (hPos > vLinePos2 - lineWeight && hPos < vLinePos2 + lineWeight))) begin
                pDisp <= 2'b01;
            end
            else if (Cells[0])
                pDisp <= {Color[0], 1'b1};
            else if (Cells[2])
                pDisp <= {Color[1], 1'b1};
            else if (Cells[4])
                pDisp <= {Color[2], 1'b1};
        end
    end
    assign rgb = (pDisp[0]) ? (pDisp[1] ? 12'hF00 : 12'hFFF) : 12'h000;
endmodule
```
**design/flow/run.sh**
```bash
#!/bin/bash
# OpenROAD 26Q1-2900-gdf79404cd8, Yosys 0.63+post, stock flow scripts
make -C /OpenROAD-flow-scripts/flow DESIGN_CONFIG=/design/flow/config.mk WORK_HOME=/design/flow/orfs finish
```
==> GITHUB_STEP_SUMMARY <==
### Flow metrics

| Metric | Value |
|---|---|
| Vias in the first global route | `1154` |
| EDFF count, synth | `0` |
| Bufs on Longest Clock Path | `2` |
| Tmin final | `1.923 ns` |
| Final-report hold violation count | `0` |
| CTS root buffer | `clkbuf_8` |
| Core Util, Final | `18.89%` |
| DRT iter0 DRCs | `20` |
| Switching share of power | `20.17%` |
| Die span in x | `122 um` |
| WP data required | `3.59 ns` |
| Mean Syn Cell Area | `9.227 um2` |
| Clk pwr share | `35.2%` |
| Clk ins delay skew pair | `0.26 ns` |
| Number of register pins that no clock reaches | `2` |
| Critical path type | `reg -> reg` |
| Endpoints left unconstrained | `14` |
| Synth Flop Type | `dfrtp_1` |
| Chip height | `122 um` |
| Hold WC Path Type | `reg -> reg` |
| CTS tree | `yes` |
| DRC errors left | `0` |
| Post-CTS Repair Setup Buffers | `0` |
| Routed Antenna Nets | `0` |
| Asr flop ratio synth | `100.0%` |
| Final GP Congestion | `0.8821` |
| Synthesized cell area | `0.001652 mm2` |
| Crit start category | `flip-flop` |
| Distinct lib cells | `45` |
| Placeable Area | `0.01023 mm2` |
| CTS resizes | `0` |
| # IOs | `44` |
| OpenROAD warning count | `52` |
| # rows | `37` |
| Yosys Instances | `179` |
| Fillers | `1089` |
| Setup TNS Final | `0 ns` |
| Cts bufs inserted | `3` |
| NetSw | `0.09441 mW` |
| Pwr Density | `242.2 mW/mm2` |
| Clock slew at reported path FFs | `0.08 ns` |
| Layout area overhead | `17.05%` |
| CP Capture Type | `flip-flop` |
| Worst slew pin tran | `0.5212 ns` |
| Detailed Routing Iterations Pass 1 | `4` |
| First-pass GRT wire length | `5409 um` |
| Chip Area, Yosys | `0.001652 mm2` |
| Combinational power share | `3.9%` |
| Post-DP HPWL | `2279 um` |
| Largest net degree at the start of global routing | `27` |
| Int Pwr | `0.3737 mW` |
| Post-CTS Hold Buffers | `0` |
| Drt total wl | `3059 um` |
| Crit path cell chain | `inv_1 > ha_1 > and4_1 > nand3_1 > nor2_1 > xor2_1` |
| Final setup fails | `0` |
| Initial antenna violation count | `0` |
| H-tree lvl count | `1` |
| Via/cell ratio | `3.709` |
| Crit-path max cell delay | `0.59 ns` |
| RSZ-0062 raised after global routing | `no` |
| Slowest CP cell | `and4_1` |
| Period Utilization, post-route | `56.55%` |
| Rel. slew slack | `65.25%` |
| Max-cap viol count | `0` |
| Mapped Cells | `179` |
| Pre-Place Util | `16.14%` |
| Power Total | `0.4682 mW` |
| DR WL/cell | `9.680 um` |
| FF+latch count, synth | `26` |
| Fraction of layout cells with a size suffix above 1 | `5.000%` |
| YS warnings | `2` |
| Ant. Diodes | `0` |
| Seq share, synth | `39.39%` |
| FMAX | `520.1 MHz` |
| Total grt overflow | `0` |
| Seq pwr share | `60.9%` |
| Arrival time worst endpoint | `2.11 ns` |
| VDD IR max | `0.00009591 V` |
| Buf+Inv Stages, Crit Path | `1` |
| Die area | `0.01488 mm2` |
| Number of buffers added on ports | `21` |
| All-Layer GR Usage | `4.113%` |
| Vias after detailed routing | `1172` |
| CP Max Fanout | `14` |
| Status | `complete, no violations` |
| CP delay by family, top | `simple AND/OR/NAND/NOR gates` |
| Slew Viols, Final | `0` |
| Setup Skew | `0.004217 ns` |
| Leakage power | `0.7599 nW` |
## layer usage
layer,track usage [%],up-vias,wire [um]
li1,-,618,-
met1,6.108,525,1541
met2,6.326,27,1259
met3,0.5164,2,215
met4,0.7452,0,42
met5,0,-,0
## logic make-up after synthesis
family	after synthesis	share of synthesized area, %
simple gates	70	25.38
buf+inv	35	11.44
compound gates	27	10.76
flops	26	39.39
xor+xnor	12	6.364
fa+ha+maj	8	6.061
mux	1	0.6061
## power by group through the flow
stage / clock network (mW) / logic (mW) / registers [mW]
4_1_cts: 0.173 / 0.0190 / 0.285
5_1_grt: 0.186 / 0.0210 / 0.285
6_report: 0.165 / 0.0182 / 0.285
## final timing paths
| path | start | end | slack, ns | depth (start not counted) |
|---|---|---|---|---|
| min reg2reg | vga_sync_unit.pixel_reg[0]$_DFF_PP0_ | vga_sync_unit.pixel_reg[0]$_DFF_PP0_ | 0.42 | 1 |
| min | vga_sync_unit.pixel_reg[0]$_DFF_PP0_ | vga_sync_unit.pixel_reg[0]$_DFF_PP0_ | 0.42 | 1 |
| min in group asynchronous | reset | vga_sync_unit.h_count_reg[6]$_DFFE_PP0P_ | 0.77 | 3 |
| max reg2reg | vga_sync_unit.pixel_reg[0]$_DFF_PP0_ | vga_sync_unit.v_count_reg[6]$_DFFE_PP0P_ | 1.48 | 6 |
| max in group asynchronous | reset | vga_sync_unit.v_count_reg[9]$_DFFE_PP0P_ | 2.38 | 3 |
| max | vga_sync_unit.pixel_reg[0]$_DFF_PP0_ | vga_sync_unit.v_count_reg[6]$_DFFE_PP0P_ | 1.48 | 6 |
## synthesized netlist by cell type, types with 3 or more instances
master / instances / area [um2]
nand2_1: 15 / 56.30
inv_1: 11 / 41.29
xnor2_1: 8 / 70.07
nand3_1: 4 / 20.02
buf_4: 11 / 82.58
nand4_1: 9 / 56.30
o21ai_0: 11 / 55.05
buf_2: 6 / 30.03
xor2_1: 4 / 35.03
nor3_1: 4 / 20.02
clkbuf_1: 5 / 18.77
ha_1: 8 / 100.1
a21oi_1: 4 / 20.02
and4_1: 3 / 26.28
nor4_1: 3 / 18.77
dfrtp_1: 26 / 650.6
nor2_1: 10 / 37.54
nor2b_1: 5 / 31.28
## stage by stage
| stage | hold WS (ns) | area (um2) | setup WS [ns] | std cells |
|---|---|---|---|---|
| global placement | 0.3979 | 1892 | 1.506 | 313 |
| finish | 0.4170 | 1933 | 1.477 | 316 |
| CTS | 0.4202 | 1933 | 1.469 | 316 |
| detailed placement | 0.4075 | 1892 | 1.472 | 313 |
| global route | 0.4321 | 1933 | 1.242 | 316 |
| floorplan | 0.3862 | 1652 | 1.776 | 179 |
## worst register-to-register path: cells and delay by family, from the launching register on
| family | cells | cell delay [ns] |
|---|---|---|
| flops | 1 | 0.37 |
| simple gates | 3 | 0.92 |
| fa+ha+maj | 1 | 0.35 |
| xor+xnor | 1 | 0.15 |
| buf+inv | 1 | 0.07 |
## cells in the final DEF, fill, tap and decap left out, types with 5 or more instances in the layout
master and n:
nor2_1 10, dfrtp_1 26, inv_1 11, nand4_1 9, nand2_1 15, o21ai_0 11
xnor2_1 8, ha_1 8, clkdlybuf4s50_1 21, nor2b_1 5
## layout make-up
| cell class | instances | area, um2 | area share [%] |
|---|---|---|---|
| tap | 136 | 170.2 | 8.803 |
| timing repair buffer | 22 | 217.7 | 11.26 |
| inverter | 11 | 41.29 | 2.136 |
| sequential | 26 | 650.6 | 33.66 |
| clock buffer | 3 | 41.29 | 2.136 |
| multi-input combinational | 118 | 812.0 | 42.01 |
No activity file was given, so power comes from the tool's default toggle rates.
